<file path="/design/flow/run.sh">
#!/bin/bash
# OpenROAD 26Q1-2900-gdf79404cd8, Yosys 0.63+post, stock flow scripts
make -C /OpenROAD-flow-scripts/flow DESIGN_CONFIG=/design/flow/config.mk WORK_HOME=/design/flow/orfs finish
</file>
<file path="/design/flow/config.mk">
export PLATFORM = sky130hd
export DESIGN_NAME = spi
export DESIGN_NICKNAME = spi
export VERILOG_FILES = /design/flow/design.v
export SDC_FILE = /design/flow/constraint.sdc
export NUM_CORES = 4
export LEC_CHECK = 1
export CORE_UTILIZATION = 40
</file>
<file path="/design/flow/constraint.sdc">
current_design spi

set clk_period 6.3
set clk_io_pct 0.2

create_clock -name clk0 -period $clk_period [get_ports {clk}]

set non_clock_inputs [all_inputs -no_clocks]
set_input_delay [expr $clk_period * $clk_io_pct] -clock clk0 $non_clock_inputs
set_output_delay [expr $clk_period * $clk_io_pct] -clock clk0 [all_outputs]
</file>
<file path="/design/flow/design.v">
`timescale 1ns / 1ps
`timescale 1ns / 1ps
module spi
(
input clk, start, 
input [11:0] din,
output reg cs, mosi, done, 
output sclk
);
integer count = 0;
reg sclkt = 0;
always@(posedge clk)
begin
    if(count < 10)
    count <= count + 1;
    else
    begin
    count  <= 0;
    sclkt  <= ~sclkt;
    end
end
parameter idle = 0, start_tx = 1, send = 2, end_tx = 3; 
reg [1:0] state = idle;
reg [11:0] temp;
integer bitcount = 0;
always@(posedge sclkt)
begin
            case(state)
            idle: begin
               mosi <= 1'b0;
               cs   <= 1'b1;
               done <= 1'b0;
               if(start)
                 state <= start_tx;
               else
                 state <= idle;
            end
            start_tx : begin
              cs    <= 1'b0;
              temp  <= din; 
              state <= send; 
            end
            send : 
            begin
               if(bitcount <= 11) 
               begin
                 bitcount <= bitcount + 1;
                 mosi     <= temp[bitcount];
                 state    <= send;
               end
               else
                begin
                bitcount <= 0;
                state    <= end_tx;
                mosi     <= 1'b0; 
                end
            end
            end_tx : begin
               cs    <= 1'b1;
               state <= idle;
               done  <= 1'b1;
            end
            default : state <= idle;
            endcase
end
assign sclk = sclkt;
endmodule
</file>
==> out/qor.rpt <==
OUTCOME
--------------------------------------------------------------------------------------
Status                                                                    finished, final reports clean

FLOW RUN
--------------------------------------------------------------------------------------
Total of max-cap violations                                                          0
Total tool warning count                                                            29

DETAILED ROUTING
--------------------------------------------------------------------------------------
Antenna diode instance count                                                         0
Detailed-route vias per instance                                                  5.55
Sum of routed wire length over all layers                                      7.22 mm
Routed wire length per instance                                                13.6 µm
Count of antenna-violating nets left after detailed routing                          0
First DRT Iteration DRCs                                                           108
Total DRC errors in the routed layout                                                0
Via count                                                                         2939
Length of routed wiring on met1                                                3.62 mm
Detailed-routed wire length on met2                                            3.30 mm
Number of iterations in the first detailed-routing pass                              4
Uppermost layer routed                                                            met4
Amount of wire on met3 after detailed routing                                   197 µm

SETUP PATH
--------------------------------------------------------------------------------------
Type of the worst setup path                                                reg -> out
Data arrival time of the critical path                                         1.13 ns
WP buf/inv                                                                           1
Cell Chain, Critical Path                                                 clkdlybuf4s50_1
Setup crit start                                                                 sclkt
Critical-path cell with the highest stage delay                           sky130_fd_sc_hd__clkdlybuf4s50_1
Start of the worst register-to-register path                                  count[1]
Total number of cells along the worst setup path                                     1
Critical path capture point type                                           output port
Largest driver fanout on the critical path                                           4
Required time at the worst-slack endpoint                                      5.04 ns
Startpoint kind of the worst setup timing path                               flip-flop
Cell family contributing the most delay on the critical path              buffers and inverters
Slowest cell delay on critical path                                            0.47 ns
Depth of the most critical reg-to-reg path                                           5

STA
--------------------------------------------------------------------------------------
Final Max Slew Viols                                                                 0
RSZ-0062 raised after global routing                                             false
Total count of hold-check failures in the final report                               0
Tightest slew margin relative to the limit                                       0.551
Post-Route Setup TNS                                                              0 ns
Final worst path period need                                                   2.39 ns
Worst clock skew                                                            0.00630 ns
Number of register pins that no clock reaches                                       49
Max Fclk                                                                     0.418 GHz
Endpoints left unconstrained                                                        99
Worst Tran Pin Value                                                          0.673 ns
Post-layout period usage of the worst path                                       0.380
Final Setup Violations                                                               0

CLOCKING
--------------------------------------------------------------------------------------
Num CTS Buffers                                                                      5
Count of hold-fix buffers inserted at cts                                            0
Post-CTS sizing                                                                      0
Clock root buffer master                                                  sky130_fd_sc_hd__clkbuf_8
H-tree levels                                                                        2
CTS clock-pin slew for the worst setup and hold paths                          0.07 ns
Clock tree from TritonCTS                                                          yes
Insertion Delay late pin                                                       0.29 ns
Number of setup buffers added after CTS                                              0
Maximum clock path buffer count                                                      2

FINISH
--------------------------------------------------------------------------------------
Layout area overhead                                                             9.86%
Top library cells by usage in the layout, fill and taps aside             48 x sky130_fd_sc_hd__edfxtp_1, 34 x sky130_fd_sc_hd__dfxtp_1, 32 x sky130_fd_sc_hd__a21oi_1
Share of final-layout standard cells stronger than drive strength 1             0.0680
Most frequent logic cell in the layout                                    sky130_fd_sc_hd__edfxtp_1
Filler instances                                                                   954

POWER AND IR DROP
--------------------------------------------------------------------------------------
Peak supply drop                                                                157 µV
Switching part of the total                                                      0.196
Total Power Consumption                                                         394 µW
Leakage component of the power                                              0.00151 µW
Clock network fraction of design power                                           0.444
Share of total power in sequential cells                                         0.535
Ratio of total power to cell area                                          88.3 mW/mm²
Cell-internal power                                                             316 µW
P_sw                                                                           77.4 µW
Proportion of power drawn by combinational gates                                 0.021

SYNTH
--------------------------------------------------------------------------------------
Gate count of the mapped netlist                                                   385
Summed instance area of the synthesized netlist                            0.00406 mm²
Yosys synthesis chip area                                                  0.00406 mm²
Number of enable-type register cells in the synthesized netlist                     48
Sequential area share after synthesis                                            0.523
Synthesized area divided by synthesized cell count                            10.5 µm²
Share of flip-flops with an asynchronous set or reset after synthesis                0
Main flop type after synthesis                                            sky130_fd_sc_hd__edfxtp_1
Ys Warns                                                                             1
Cells in synth_stat.txt                                                            385
Count of state elements after synthesis                                             82
Unique masters post-synth                                                           40

FLOORPLANNING
--------------------------------------------------------------------------------------
Height of the die                                                               103 µm
Top-level port count                                                                18
Row Count                                                                           36
Die W                                                                           103 µm
Total die area                                                              0.0106 mm²
Core utilization at floorplan                                                    0.413
Area inside the core boundary                                              0.00982 mm²

GLOBAL ROUTING
--------------------------------------------------------------------------------------
Pin count of the biggest net entering global routing                                49
Wire length of the first global-routing pass                                   12.5 mm
Initial antenna violation count                                                      0
Global-route usage over all layers                                               0.151
Sum of overflow across all layers after global routing                               0
Vias in the first global route                                                    2686

PLACED DESIGN
--------------------------------------------------------------------------------------
Half-perimeter wire length after placement                                     4.97 mm
Weighted congestion reported at the end of routability-driven placement          0.809
Buffers added on ports                                                              17

MIN PATH
--------------------------------------------------------------------------------------
Hold Path Origin                                                              count[0]
Number of cells on the worst hold path                                               1
Worst hold path class                                                       reg -> reg

## worst paths after layout
check	end	slack [ns]
max reg2reg	count[26]	4.10
min reg2reg	count[0]	0.49
min	count[0]	0.49
max	sclk	3.91
## final cells by class
cell class,count,area [µm²],area share
clock buffer,7,96.3,0.0216
clock inverter,1,5.00,0.00112
inverter,11,41.3,0.00926
multi-input combinational,275,1830,0.410
sequential,82,2120,0.476
tap,133,166,0.0373
timing repair buffer,21,200,0.0449
## power by group through the flow
stage / registers [µW] / logic (µW) / clock network [µW]
5_1_grt: 211 / 8.61 / 188
6_report: 211 / 8.11 / 175
4_1_cts: 211 / 8.23 / 180
## flip-flops by register name (all words and copies together), names as in the netlist
name,flops
count,32
cs,1
done,1
state,2
mosi,1
sclkt,1
bitcount,32
temp,12
## cells by family (layout without fill, tap and decap cells)
| kind of cell | Yosys count | after routing | share of synthesized area |
|---|---|---|---|
| compound gates | 70 | 70 | 0.100 |
| xor+xnor | 27 | 27 | 0.0582 |
| fa+ha+maj | 7 | 7 | 0.0216 |
| buf+inv | 28 | 40 | 0.0296 |
| flops | 82 | 82 | 0.523 |
| mux | 4 | 4 | 0.0191 |
| simple gates | 167 | 167 | 0.248 |
## synthesized netlist by cell type (all sizes together), types with 11 or more instances
library cell,n,area (µm²)
edfxtp,48,1440
dfxtp,34,681
a21oi,33,165
nor2,31,116
or4,22,173
nand3,19,100
nand4,19,149
o31ai,18,135
nand2,16,60.1
nor4,16,100
o21ai,15,75.1
xor2,15,131
and4,12,106
or3,12,77.6
xnor2,12,105
clkbuf,11,43.8
inv,11,41.3
## stage by stage
step	instance area, µm²	utilization	setup slack (ns)	instances	hold slack [ns]
global placement	4360	0.444	4.16	522	0.456
global route	4460	0.454	3.85	530	0.523
CTS	4460	0.454	3.90	530	0.491
detailed placement	4360	0.444	4.10	522	0.475
floorplan	4060	-	4.18	385	0.441
finish	4460	0.454	3.91	530	0.489
## routing by layer
layer	GRT usage	vias to the layer above
met3	0.0179	8
met4	0.0184	0
met1	0.241	1371
met5	0	-
met2	0.241	45
li1	-	1515
Power figures rest on the tool's default switching activity, not on a simulated workload.
