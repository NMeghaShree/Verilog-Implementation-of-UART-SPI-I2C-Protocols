## ./config.mk

```make
export PLATFORM = sky130hd
export DESIGN_NAME = eeprom_top
export DESIGN_NICKNAME = eeprom_top
export VERILOG_FILES = /design/flow/design.v
export SDC_FILE = /design/flow/constraint.sdc
export NUM_CORES = 4
export LEC_CHECK = 1
export CORE_UTILIZATION = 40
```

## ./constraint.sdc

```tcl
current_design eeprom_top

set clk_period 3.8
set clk_io_pct 0.2

create_clock -name clk0 -period $clk_period [get_ports {clk}]

set non_clock_inputs [all_inputs -no_clocks]
set_input_delay [expr $clk_period * $clk_io_pct] -clock clk0 $non_clock_inputs
set_output_delay [expr $clk_period * $clk_io_pct] -clock clk0 [all_outputs]
```

## ./design.v

```verilog
`timescale 1ns / 1ps
module eeprom_top
  (
 input clk,
 input rst,
 input newd,
 input ack,
 input wr,   
 output scl,
 inout sda,
 input [7:0] wdata,
 input [6:0] addr,  
 output reg [7:0] rdata,
 output reg done
  );
 reg sda_en = 0;
 reg sclt, sdat, donet; 
 reg [7:0] rdatat; 
 reg [7:0] addrt;
parameter idle = 0, check_wr = 1, wstart = 2, wsend_addr = 3, waddr_ack = 4, 
                wsend_data = 5, wdata_ack = 6, wstop = 7, rsend_addr = 8, 
                raddr_ack = 9, rsend_data = 10,
                rdata_ack = 11, rstop = 12 ;
  reg [3:0] state;
  reg sclk_ref = 0;
  integer count = 0;
  integer i = 0;
  always@(posedge clk)
    begin
      if(count <= 9) 
        begin
           count <= count + 1;     
        end
      else
         begin
           count     <= 0; 
           sclk_ref  <= ~sclk_ref;
         end	      
    end
  always@(posedge sclk_ref, posedge rst)
    begin 
      if(rst == 1'b1)
         begin
           sclt  <= 1'b0;
           sdat  <= 1'b0;
           donet <= 1'b0;
         end
       else begin
         case(state)
           idle : 
           begin
              sdat <= 1'b0;
              done <= 1'b0;
              sda_en  <= 1'b1;
              sclt <= 1'b1;
             if(newd == 1'b1) 
                state  <= wstart;
             else 
                 state <= idle;         
           end
            wstart: 
            begin
              sdat  <= 1'b0;
              sclt  <= 1'b1;
              state <= check_wr;
              addrt <= {addr,wr};
            end
            check_wr: begin
              if(wr == 1'b1) 
                 begin
                 state <= wsend_addr;
                 sdat <= addrt[0];
                 i <= 1;
                 end
               else 
                 begin
                 state <= rsend_addr;
                 sdat <= addrt[0];
                 i <= 1;
                 end
            end
            wsend_addr : begin                
                      if(i <= 7) begin
                      sdat  <= addrt[i];
                      i <= i + 1;
                      end
                      else
                        begin
                          i <= 0;
                          state <= waddr_ack; 
                        end   
                    end
           waddr_ack : begin
             if(ack == 1'b1) begin
               state <= wsend_data;
               sdat  <= wdata[0];
               i <= i + 1;
               end
             else
               state <= waddr_ack;
           end
         wsend_data : begin
           if(i <= 7) begin
              i     <= i + 1;
              sdat  <= wdata[i]; 
           end
           else begin
              i     <= 0;
              state <= wdata_ack;
           end
         end
          wdata_ack : begin
             if(ack == 1'b1) begin
               state <= wstop;
               sdat <= 1'b0;
               sclt <= 1'b1;
               end
             else begin
               state <= wdata_ack;
             end 
            end
         wstop: begin
              sdat  <=  1'b1;
              state <=  idle;
              done  <=  1'b1;  
         end
          rsend_addr : begin
                     if(i <= 7) begin
                      sdat  <= addrt[i];
                      i <= i + 1;
                      end
                      else
                        begin
                          i <= 0;
                          state <= raddr_ack; 
                        end   
                    end
           raddr_ack : begin
             if(ack == 1'b1) begin
               state  <= rsend_data;
               sda_en <= 1'b0;
             end
             else
               state <= raddr_ack;
           end
         rsend_data : begin
                   if(i <= 7) begin
                         i <= i + 1;
                         state <= rsend_data;
                         rdata[i] <= sda;
                      end
                      else
                        begin
                          i <= 0;
                          state <= rstop;
                          sclt <= 1'b1;
                          sdat <= 1'b0;  
                        end         
         end
         rstop: begin
              sdat  <=  1'b1;
              state <=  idle;
              done  <=  1'b1;  
              end
         default : state <= idle;
          	 endcase
          end
  end
 assign scl = (( state == wstart) || ( state == wstop) || ( state == rstop)) ? sclt : sclk_ref;
 assign sda = (sda_en == 1'b1) ? sdat : 1'bz;
endmodule
```

## ./run.sh

```bash
#!/bin/bash
# OpenROAD 26Q1-2900-gdf79404cd8, Yosys 0.63+post, stock flow scripts
make -C /OpenROAD-flow-scripts/flow DESIGN_CONFIG=/design/flow/config.mk WORK_HOME=/design/flow/orfs finish
```

==> impl_metrics.toml <==
# generated from flow reports
[outcome]
status = "did not finish"
lastStage = "4_1_cts"
stop_error = "[error] [KeplerFormal.cpp:679] Workflow failed: Iso has multiple drivers: .sda0, sda$_DFFE_PP0P_.Q0"

[synthesis]
synthArstFlopShare = 0.0208
syn_avg_cell_area_um2 = 9.14
ys_types = 77
yosysWarnings = 2
yosys_area_um2 = 5990
synth-edff-count = 51
flop_cell = "edfxtp_1"
ys_cells = 655
numSynthFlops = 96
ys_seq_frac = 0.408
syn-cell-area_um2 = 5990
synth_cells = 655

[placed_design]
gp_congestion = 0.872
hpwl_um = 9730
port_buffers = 29

[clock_tree]
holdBufCountCts = 0
cts-root-buf = "clkbuf_16"
cts_resized = 0
cts_setup_buffers = 0
max-clock-path-buffers = 2
h-tree-depth = 2
cts_buffers = 5

[floorplan]
die.size.y_um = 124
fp_util = 0.410
die_w_um = 124
std_cell_rows = 44
ios = 31

[sta]
unconstrained_endpoints = 123
unclocked_regs = 63
## Yosys cell counts (all sizes together) (5+ instances only)
cell,n,area [um2]
inv,14,52.6
xor2,38,333
nor3,27,168
nand2b,7,43.8
clkbuf,28,106
edfxtp,51,1530
or3,14,87.6
buf,15,85.1
mux2i,6,60.1
and3,6,37.5
o31ai,7,52.6
nor4b,6,52.6
dfxtp,43,861
nor2b,9,56.3
ha,5,62.6
xnor2,26,228
nand3,32,160
nor2,106,400
mux2,9,101
a22o,7,61.3
nand4,30,200
o21ai,11,55.1
nand2,47,184
a21oi,13,65.1
a211oi,7,57.6
nor4,19,155
mux4,5,113
## metrics by stage
stage	cells	hold slack, ns	cell area, um2	worst slack (ns)
3_5_place_dp	831	0.463	6380	1.31
3_3_place_gp	831	0.457	6380	1.35
2_1_floorplan	655	0.424	5990	1.59
## logic make-up after synthesis
group / count (synthesis) / share of synthesized area
buffers and inverters: 58 / 0.0414
multiplexers: 20 / 0.0458
AND-OR/OR-AND: 91 / 0.119
flip-flops: 96 / 0.408
AND/OR/NAND/NOR: 321 / 0.282
XOR/XNOR: 64 / 0.0936
adder cells (fa/ha/maj): 5 / 0.0105
