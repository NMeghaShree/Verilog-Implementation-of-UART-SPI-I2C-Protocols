### /design/flow/run.sh
#!/bin/bash
# OpenROAD 26Q1-2900-gdf79404cd8, Yosys 0.63+post, stock flow scripts
make -C /OpenROAD-flow-scripts/flow DESIGN_CONFIG=/design/flow/config.mk WORK_HOME=/design/flow/orfs finish
### /design/flow/design.v
module top(
    input clk,
    input start,
    input [7:0] txin,
    output reg tx, 
    input rx,
    output [7:0] rxout,
    output rxdone, txdone
    );
 parameter clk_value = 100_000;
 parameter baud = 9600;
 parameter wait_count = clk_value / baud;
 reg bitDone = 0;
 integer count = 0;
 parameter idle = 0, send = 1, check = 2;
 reg [1:0] state = idle;
 always@(posedge clk)
 begin
  if(state == idle)
    begin 
    count <= 0;
    end
  else begin
    if(count == wait_count)
       begin
        bitDone <= 1'b1;
        count   <= 0;  
       end
    else
       begin
       count   <= count + 1;
       bitDone <= 1'b0;  
      end    
  end
 end
 reg [9:0] txData; 
 integer bitIndex = 0;  
 reg [9:0] shifttx = 0;
 always@(posedge clk)
 begin
 case(state)
 idle : 
     begin
           tx       <= 1'b1;
           txData   <= 0;
           bitIndex <= 0;
           shifttx  <= 0;
            if(start == 1'b1)
              begin
                txData <= {1'b1,txin,1'b0};
                state  <= send;
              end
            else
              begin           
               state <= idle;
              end
     end
  send: begin
           tx       <= txData[bitIndex];
           state    <= check;
           shifttx  <= {txData[bitIndex], shifttx[9:1]};
  end 
  check: 
  begin
               if(bitIndex <= 9)  
                  begin
                    if(bitDone == 1'b1)
                     begin
                     state <= send;
                     bitIndex <= bitIndex + 1;
                     end
                 end
                else
                begin
                state <= idle;
                bitIndex <= 0;
                end
            end
 default: state <= idle;
 endcase
 end
assign txdone = (bitIndex == 9 && bitDone == 1'b1) ? 1'b1 : 1'b0;
 integer rcount = 0;
 integer rindex = 0;
 parameter ridle = 0, rwait = 1, recv = 2, rcheck = 3;
 reg [1:0] rstate;
 reg [9:0] rxdata;
 always@(posedge clk)
 begin
 case(rstate)
 ridle : 
     begin
      rxdata <= 0;
      rindex <= 0;
      rcount <= 0;
         if(rx == 1'b0)
          begin
           rstate <= rwait;
          end
         else
           begin
           rstate <= ridle;
           end
     end
rwait : 
begin
      if(rcount < wait_count / 2)
         begin
          rcount <= rcount + 1;
          rstate <= rwait;
         end
     else
       begin
          rcount <= 0;
          rstate <= recv;
          rxdata <= {rx,rxdata[9:1]}; 
       end
end
recv : 
begin
     if(rindex <= 9) 
      begin
      if(bitDone == 1'b1) 
        begin
        rindex <= rindex + 1;
        rstate <= rwait;
        end
      end
      else
        begin
        rstate <= ridle;
        rindex <= 0;
        end
end
default : rstate <= ridle;
 endcase
 end
assign rxout = rxdata[8:1]; 
assign rxdone = (rindex == 9 && bitDone == 1'b1) ? 1'b1 : 1'b0;
 endmodule
### /design/flow/config.mk
export PLATFORM = sky130hd
export DESIGN_NAME = top
export DESIGN_NICKNAME = top
export VERILOG_FILES = /design/flow/design.v
export SDC_FILE = /design/flow/constraint.sdc
export NUM_CORES = 4
export LEC_CHECK = 1
export CORE_UTILIZATION = 40
### /design/flow/constraint.sdc
current_design top

set clk_period 6.9
set clk_io_pct 0.2

create_clock -name clk0 -period $clk_period [get_ports {clk}]

set non_clock_inputs [all_inputs -no_clocks]
set_input_delay [expr $clk_period * $clk_io_pct] -clock clk0 $non_clock_inputs
set_output_delay [expr $clk_period * $clk_io_pct] -clock clk0 [all_outputs]
==> impl_metrics.csv <==
group,metric,value,unit
clock_tree,cts_made_buffers,17,
die,chipHeight,143,um
die,row_count,51,
power_and_ir_drop,p_seq_share,51.3,%
placed_design,gp_congestion,0.797,
detailed_routing,vias_per_cell,5.03,
sta,rsz0062_at_grt,"false",
sta,fin_crit_sh,51.9,%
logic_synthesis,ys_types,49,
logic_synthesis,ff_type,"edfxtp_1",
detailed_routing,routed-via-count,5349,
global_route,grt_pass1_wl,24300,um
critical_path,rr_worst_depth,5,
sta,setup_viol,0,
sta,hold_ws,0.496,ns
worst_hold_path,min_path_type,"flip-flop to flip-flop",
critical_path,slowest_delay,0.52,ns
logic_synthesis,yosysCellCount,767,
critical_path,start_kind,"flip-flop",
detailed_routing,antenna_cells,0,
sta,fmax,279,MHz
power_and_ir_drop,p_sw_share,33.5,%
sta,hold_violations,0,
placed_design,port_buffers,21,
clock_tree,holdBufCountCts,0,
detailed_routing,routed_wl,14300,um
critical_path,rrSetupSlack,4.30,ns
die,core,0.0194,sq mm
worst_hold_path,hold_path_end,"count[0]$_SDFF_PP0_",
detailed_routing,drt-initial-drc-count,254,
logic_synthesis,ys_async_sr_fraction,0,%
worst_hold_path,min_from,"count[0]$_SDFF_PP0_",
critical_path,critPathCaptureType,"output port",
sta,worst_pin_slew,0.846,ns
critical_path,cpLargestDelayFamily,"simple AND/OR/NAND/NOR gates",
critical_path,critical_path_peak_fanout,6,
detailed_routing,ant_nets,0,
clock_tree,htreeDepth,4,
critical_path,critical_path_required,5.52,ns
logic_synthesis,ys_warn_count,1,
power_and_ir_drop,internal_power,2.27,mW
die,die_w,143,um
clock_tree,cts_tree,"built",
logic_synthesis,numSynthFlops,152,
placed_design,dp_hpwl,9230,um
global_route,grt_pass1_vias,4972,
power_and_ir_drop,clkPwrFrac,27.1,%
logic_synthesis,yosys.area_share.adder,1.58,%
global_route,grt_max_degree,33,
logic_synthesis,syn_avg_cell_area,10.3,sq um
sta,fin_setup_tns,0,ns
clock_tree,cts_resized,0,
critical_path,worstReg2RegStart,"bitIndex[8]$_SDFFCE_PN0P_",
final_layout,drive_gt1_share,7.51,%
logic_synthesis,ys_sh_mux,0.553,%
final_layout,final_cell_mix,"nor2_1, edfxtp_1, xor2_1",
final_layout,stdcell_area,0.00902,sq mm
logic_synthesis,syn_inst,767,
logic_synthesis,synth-edff-count,120,
run_status,outcome,"finished, final reports clean",
clock_tree,cts_setup_buffers,0,
logic_synthesis,ys_seq_share,53.6,%
die,initCoreUtil,40.8,%
clock_tree,cts.sinks,152,
global_route,overflow,0,
sta,max-slew-margin-rel,43.1,%
logic_synthesis,synth_chip_area,0.00792,sq mm
placed_design,place_area,0.00842,sq mm
job,maxCapViolCount,0,
logic_synthesis,ys_sh_xor,12.5,%
critical_path,regToRegEndpoint,"bitIndex[28]$_SDFFCE_PN0P_",
job,warning_count,31,
detailed_routing,post-route-drc-count,0,
global_route,grt_usage,15.6,%
logic_synthesis,simple_gate_area_share,26.1,%
logic_synthesis,yosysTopAreaCellShare,45.5,%
clock_tree,cts_root_buf,"clkbuf_16",
sta,fin_skew,0.0102,ns
power_and_ir_drop,pwr_density_cell,379,mW/mm^2
critical_path,path_buffers,1,
worst_hold_path,min_path_cells,1,
power_and_ir_drop,power_switching,1.15,mW
sta,finalWorstPathRequiredPeriod,3.58,ns
final_layout,lay_top_count,"nor2_1",
logic_synthesis,synth.logic.top_family,"simple AND/OR/NAND/NOR gates",
logic_synthesis,topCellsByArea,"edfxtp_1, dfxtp_1, xor2_1, nor2_1, xnor2_1",
clock_tree,path_clk_slew,0.07,ns
critical_path,arrival,2.20,ns
die,ios,22,
global_route,grt_antenna_before_repair,0,
detailed_routing,routedWlPerCell,13.5,um
critical_path,cp_slowest_cell,"clkdlybuf4s50_1",
detailed_routing,first_pass_iters,4,
logic_synthesis,top_area_cell,"edfxtp_1",
power_and_ir_drop,max-vdd-ir-drop,0.199,mV
clock_tree,clock_path_buffers,2,
clock_tree,clk_latency,0.42,ns
logic_synthesis,syn_area,0.00792,sq mm
power_and_ir_drop,comb_power_share,21.6,%
power_and_ir_drop,p_leak,2.98,nW
logic_synthesis,yosys.area_share.aoi,2.15,%
final_layout,syn_to_final_growth,13.9,%
die,chip_area,0.0204,sq mm
critical_path,path_cells,"nor4_1 > nand4_1 > nor3_1 > clkdlybuf4s50_1",
sta,drv_slew,0,
critical_path,crit_type,"flip-flop to output port",
==> metrics by stage <==
step	utilization (%)	cells	power [mW]	setup slack (ns)
after floorplan	-	767	2.25	3.73
after global placement	43.4	1032	2.52	3.77
after detailed placement	43.4	1032	2.51	3.78
after CTS	46.5	1064	3.46	3.31
after global routing	46.5	1064	3.64	3.14
final	46.5	1064	3.42	3.32
==> worst reg2reg max path, cell delays in order, from the launching register on <==
cell and delay, ns:
edfxtp_1 0.42, and4_2 0.29, nand4_1 0.44, or4_1 0.79
or3_1 0.35, a21oi_1 0.16
==> logic make-up (layout without fill, tap and decap cells) <==
logic type	after synthesis	in the layout
AOI/OAI and AO/OA	27	27
DFF	152	152
muxes	3	3
and+or+nand+nor	405	405
xor gates and xnor gates	113	113
adders and majority gates	10	10
buffers and inverters	57	89
==> area by class of cell <==
class | count | area, sq um
flip-flops and latches | 152 | 4240
inverters | 21 | 78.8
clock inverters | 9 | 77.6
clock buffers | 23 | 526
fillers | 1795 | 10400
repair buffers | 36 | 323
multi-input cells | 558 | 3440
well taps | 265 | 332
==> Yosys cell counts, types with 5 or more instances <==
master	count
and4_1	6
xnor2_1	40
and3_1	21
nand3_1	48
o21ai_0	5
inv_1	21
buf_4	8
clkbuf_1	22
nand4b_1	5
nand2_1	41
and2_1	23
or3_1	5
nand4_1	44
nor3_1	20
nor2_1	142
a21oi_1	8
nor4_1	31
ha_1	10
edfxtp_1	120
xor2_1	73
dfxtp_1	32
==> flip-flops by register name (all words and copies together) (netlist names) <==
register,flops
state,2
tx,1
count,32
rcount,32
rstate,2
txData,9
bitDone,1
rxdata,9
bitIndex,32
rindex,32
==> routing by layer <==
metal	vias to the layer above	wire length [um]	global-route usage, %
li1	2772	-	-
met1	2507	7260	25.9
met2	62	6500	23.1
met3	8	421	3.07
met4	0	136	1.58
met5	-	0	0
==> power by group through the flow <==
| stage | sequential [mW] | combinational [mW] | clock (mW) |
|---|---|---|---|
| after CTS | 1.75 | 0.754 | 0.948 |
| after global routing | 1.82 | 0.837 | 0.985 |
| final | 1.75 | 0.738 | 0.927 |
==> how the worst max path moves through the flow <==
stage,end,start,depth (start not counted)
global route,txdone,bitIndex[14]$_SDFFCE_PN0P_,4
finish,txdone,bitIndex[14]$_SDFFCE_PN0P_,4
CTS,txdone,bitIndex[14]$_SDFFCE_PN0P_,4
No activity file was given, so power comes from the tool's default toggle rates.
